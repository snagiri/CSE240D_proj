==> design/flow/design.v <==
module multi(clk, a, b, op);
  input clk;
  input [15:0] a;
  input [15:0] b;
  output[31:0] op;
  reg [31:0] op_reg;
    always @(posedge clk)
        begin 
            op_reg <= a * b;      
        end  
  assign op = op_reg;
endmodule
==> design/flow/run.sh <==
#!/bin/bash
# OpenROAD 26Q1-2900-gdf79404cd8, Yosys 0.63+post, stock flow scripts
make -C /OpenROAD-flow-scripts/flow DESIGN_CONFIG=/design/flow/config.mk WORK_HOME=/design/flow/orfs finish
==> design/flow/config.mk <==
export PLATFORM = sky130hd
export DESIGN_NAME = multi
export DESIGN_NICKNAME = multi
export VERILOG_FILES = /design/flow/design.v
export SDC_FILE = /design/flow/constraint.sdc
export NUM_CORES = 4
export LEC_CHECK = 1
export CORE_UTILIZATION = 40
==> design/flow/constraint.sdc <==
current_design multi

set clk_period 10.1
set clk_io_pct 0.2

create_clock -name clk0 -period $clk_period [get_ports {clk}]

set non_clock_inputs [all_inputs -no_clocks]
set_input_delay [expr $clk_period * $clk_io_pct] -clock clk0 $non_clock_inputs
set_output_delay [expr $clk_period * $clk_io_pct] -clock clk0 [all_outputs]
==> CHANGELOG.md <==
### Changed

- Status: complete, no violations
- Crit share post-route: 0.777
- Layout filler cell count: 2215
- Overflow after GRT: 0
- Initial detailed-routing violation count: approximately 260
- Max-Slew Margin vs Limit: 0.412
- Share of layout cells above drive strength 1: 0.0159
- Worst EP required: between 10 and 15 ns
- Die width: 154 µm
- Antenna cells: 0
- Reg clk slew, reported paths: about 0.05 ns
- Syn_area_per_cell: between 8 and 9 µm²
- Synth Seq Share: 0.0689
- Iteration tally of the first detailed-router pass: 4
- Synthesis Warnings: 1
- Largest net degree at the start of global routing: 17
- GP Congestion: about 0.9
- CP endpoint kind: flip-flop
- Yosys cell count: slightly above 1000
- RSZ-0062 raised after global routing: false
- Pre-CTS WS: about 2 ns
- Final WS setup: roughly 2.2 ns
- Core ar.: 22700 µm²
- Fin Setup TNS: 0 ns
- DP HPWL: approximately 17 mm
- First-pass GRT wire length: around 36 mm
- Worst setup SP type: input pin
- Placed Area: just over 10000 µm²
- Floorplan utilization: 0.410
- Synthesized registers: 32
- Cell area after layout: about 10000 µm²
- # clock sinks: 32
- CTS resizes: 0
- Cell variety after synth: around 47
- # hold bufs at CTS: 0
- Vias in the first global route: roughly 7000
- Io pins: approximately 65
- Final Hold Viols: 0
- Minimum clock period: roughly 8 ns
- P&R area growth vs syn: 10.3%
- CTS tree: built
- Vias per cell: roughly 5
- Initial antenna violation count: 0
- Port Buffer Count: around 64
- Rows: about 55
- Chip area: approximately 24000 µm²
- FF+latch area: 641 µm²
- Clock buffer depth: 2
- Routed length per instance: around 16 µm
- Worst endpoint data arrival time: ~8.0 ns
- Top_reg_cell synth: dfxtp_1
- ANT nets after route: 0
- Root Driver: clkbuf_16
- Layout Utilization: 0.452
- Die extent in y: between 150 and 200 µm
- Setup violators final: 0
- CTS buffer count: 5
- Yosys chip area: 9300 µm²
- Drc violations: 0
- Post-CTS setup buffers: 0
- Routed Wire Length: between 20 and 25 mm
- Min-Delay Path Class: in2reg
- Combinational Area: roughly 7600 µm²
- Total tool warning count: 25
- Mapped Area: 9300 µm²
- WS Path Type: in2reg
- Max FFs per register: 32
- Post-synth EDFFs: 0
- Gate count after technology mapping: approximately 1000
- Async S/R FF share, synth: 0
- Hold slack final: ~2.9 ns
- Fmax: roughly 0.13 GHz
- H-tree depth: 2
- Via count: 6780
- Max-cap violation count: 0
- Worst-margin pin slew: between 0.8 and 0.9 ns
- Crit path max fanout: 16
- Gr usage total: 0.201
- Final max-slew violation count: 0
placed cells by master, fill, tap and decap left out, types with 2 or more instances in the layout:
master / instances
inv_1: 224
fa_1: 194
nand2_1: 151
and2_1: 126
ha_1: 104
clkdlybuf4s50_1: 64
dfxtp_1: 32
a21oi_1: 21
xnor2_1: 19
nor2_1: 15
a21o_1: 10
nand3_1: 9
nand4_1: 9
o21ai_1: 9
o21ai_0: 8
nor3_1: 8
xor2_1: 8
a31oi_1: 6
clkbuf_16: 5
nor2b_1: 4
o21bai_1: 4
a211oi_1: 3
nand2b_1: 3
a31o_1: 2
o21a_1: 2
a21o_2: 2
nor3_2: 2
a221o_1: 2
a41oi_1: 2
cells in the mapped netlist, types with 10 or more instances:
cell type | number | area share
dfxtp_1 | 32 | 0.069
ha_1 | 104 | 0.14
a21o_1 | 10 | 0.0081
clkbuf_1 | 34 | 0.014
inv_1 | 224 | 0.090
nand2_1 | 151 | 0.061
a21oi_1 | 21 | 0.011
nor2_1 | 15 | 0.0061
fa_1 | 194 | 0.42
and2_1 | 126 | 0.085
xnor2_1 | 19 | 0.018
logic make-up (layout without fill, tap and decap cells):
group                      count (synthesis)  count (layout)  share of synthesized area
AOI/OAI and AO/OA                         84              84                     0.0616
xor gates and xnor gates                  27              27                     0.0254
adders and majority gates                298             298                      0.557
buffers and inverters                    265             296                      0.110
DFF                                       32              32                     0.0689
and+or+nand+nor                          330             330                      0.176
layer usage:
| layer | global-route usage | share of wire | vias up |
|---|---|---|---|
| met4 | 0.0288 | 0.015 | 0 |
| met5 | 0 | 0 | - |
| li1 | - | - | 3179 |
| met2 | 0.334 | 0.51 | 212 |
| met3 | 0.0545 | 0.071 | 18 |
| met1 | 0.280 | 0.41 | 3371 |
critical path: stages:
cell and delay, ns:
clkdlybuf4s50_1 0.96, nand2_1 0.17, fa_1 0.54, fa_1 0.57, fa_1 0.46, fa_1 0.54
inv_1 0.04, fa_1 0.47, inv_1 0.05, fa_1 0.50, inv_1 0.05, ha_1 0.35
nand3_1 0.18, nor2_1 0.21, o2111ai_1 0.18, a31oi_1 0.44, nor3_1 0.11, xnor2_1 0.14
metrics by stage:
| stage | std cells |
|---|---|
| finish | 1352 |
| global route | 1352 |
| CTS | 1352 |
| detailed placement | 1345 |
| global placement | 1345 |
| floorplan | 1036 |
final timing paths:
check	from	to	slack [ns]	depth (start not counted)
worst max-delay path	a[10]	op_reg[26]	2.25	18
worst min-delay path	a[0]	op_reg[0]	2.85	2
final cells by class:
cell class / instances / area share
clock buffer: 6 / 0.0126
clock inverter: 1 / 0.000488
inverter: 224 / 0.0820
multi-input combinational: 739 / 0.745
sequential: 32 / 0.0625
tap: 285 / 0.0348
timing repair buffer: 65 / 0.0632
